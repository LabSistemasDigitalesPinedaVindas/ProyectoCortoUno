[flow/run.sh]
#!/bin/bash
# OpenROAD 26Q1-2900-gdf79404cd8, Yosys 0.63+post, stock flow scripts
make -C /OpenROAD-flow-scripts/flow DESIGN_CONFIG=/design/flow/config.mk WORK_HOME=/design/flow/orfs finish
[flow/config.mk]
export PLATFORM = sky130hd
export DESIGN_NAME = Multiplexor_Leds
export DESIGN_NICKNAME = Multiplexor_Leds
export VERILOG_FILES = /design/flow/design.v
export SDC_FILE = /design/flow/constraint.sdc
export NUM_CORES = 4
export LEC_CHECK = 1
export CORE_AREA = 10 10 84 84
export DIE_AREA = 0 0 94 94
[flow/constraint.sdc]
current_design Multiplexor_Leds

set clk_period 3.2
set clk_io_pct 0.2

create_clock -name clk0 -period $clk_period [get_ports {clk}]

set non_clock_inputs [all_inputs -no_clocks]
set_input_delay [expr $clk_period * $clk_io_pct] -clock clk0 $non_clock_inputs
set_output_delay [expr $clk_period * $clk_io_pct] -clock clk0 [all_outputs]
[flow/design.v]
`timescale 1ns / 1ps
module Multiplexor_Leds(
	input wire clk,reset,
	input wire [6:0] DecoPrimero,DecoSegundo,DecoEstados,
	output reg [0:3] an,
	output reg [6:0] sseg
    );
	 localparam N=18;
	 localparam E=7'b0000110;
	 reg [N-1:0] q_reg;
	 wire [N-1:0] q_next;
	 always @ (posedge clk, posedge reset)
		if (reset)
			q_reg <= 0;
		else 
			q_reg <= q_next;
		assign q_next = q_reg + 1;
		always @*
			case (q_reg[N-1:N-2])
				2'b00:
					begin 
						an = 4'b1110;
						sseg = DecoPrimero;
					end
				2'b01:
					begin 
						an = 4'b1101;
						sseg = DecoSegundo;
					end
				2'b10:
					begin
						an = 4'b1011;
						sseg = E;
					end
				default:
					begin
						an = 4'b0111;
						sseg = DecoEstados;
					end
			endcase
endmodule
==> summary.json <==
{
  "synth.yosys.warnings": 1,
  "count_of_library_flops_with_an_enable_pin": 0,
  "holdWs_ns": 0.478,
  "largest_area_cell": "dfrtp_1",
  "std_cell_rows": 26,
  "common_cells": "dfrtp_1 (18), xor2_1 (10), nor2_1 (8), nand3_1 (6), xnor2_1 (6)",
  "global_route.overflow_total": 0,
  "rrSetupSlack_ns": 1.77,
  "grt_start_max_net_pins": 19,
  "max_slew.worst_pin.slew_ns": 0.681,
  "areaGrowthSynthToFinish_pct": 47.8,
  "power.density_mw_per_mm2": 327,
  "period_used_share": 0.813,
  "final_design_area_no_fill_mm2": 0.00140,
  "final-setup-viol-count": 0,
  "totalNegativeSetupSlack_ns": 0,
  "instances_no_fill": 191,
  "worst_path_largest_cell_delay_ns": 0.55,
  "cts.reportedPaths.clkPinSlew_ns": 0.07,
  "num_io_pins": 34,
  "async_reset_ff_frac": 1.00,
  "drt_pass1_iterations": 2,
  "synth_largest_type_area_fraction": 0.476,
  "finalClockSkew_ns": 0.00267,
  "chip_area_mm2": 0.00884,
  "synth_sequential_area_ratio": 0.476,
  "post_cts_resized": 0,
  "clock_insertion_delay_worst_skew_ns": 0.25,
  "groute.usage.overall": 0.0504,
  "place_congestion": 0.749,
  "die_h_um": 94,
  "dominantRegCellSynth": "dfrtp_1",
  "floorplanUtilization": 0.182,
  "detailroute.via_count": 727,
  "cell_chain_critical_path": "nor2_1, inv_1, a2bb2oi_1, clkdlybuf4s50_1",
  "synth.distinct_cells": 23,
  "post-cts-setup-buffer-count": 0,
  "postRouteWirelength_um": 2220,
  "setup_repair_after_global_routing_missed_its_margin": "no",
  "power.ir.vdd_worst_mv": 0.273,
  "slew_violations": 0,
  "placed_cells_incl_taps": 187,
  "route.antenna.remaining_nets": 0,
  "detail_route.vias_per_cell": 3.81,
  "ys_top_cells_by_area": "dfrtp_1 (48%), xor2_1 (9.2%), mux2_2 (5.9%), xnor2_1 (5.5%), a22o_1 (4.6%)",
  "placeableCoreArea_mm2": 0.00520,
  "worst_path_buffer_plus_inverter_count": 2,
  "count_of_tool_warnings": 25,
  "worst_setup_path_start_kind": "flop",
  "numSynthFlops": 18,
  "fmax_mhz": 384,
  "antenna_diode_count": 0,
  "path_max_fanout": 12,
  "cts_hold_repair.buffers": 0,
  "worst_hold_path_type": "flop to flop",
  "ys_cells": 87,
  "drcViolationCount": 0,
  "post_route_cells_drive_above_1_share": 0.0909,
  "mapped_area_um2": 947,
  "numCtsBuffers": 3,
  "critical_path_arrival_ns": 1.96,
  "detailed_place.area_mm2": 0.00135,
  "end_kind": "primary output",
  "cell_count_after_synthesis": 87,
  "slew_hr": 0.545,
  "cpMaxStageDelayCell": "dfrtp_1",
  "critical_path_required_ns": 2.56,
  "yosys_area_um2": 947,
  "first_global_vias": 784,
  "ctsHtreeMaxLevel": 1,
  "clockRootBuffer": "clkbuf_8",
  "setup.worst_path.class": "flop to primary output",
  "clock_sink_count": 18,
  "detail_route.wl_per_cell_um": 11.6,
  "first_pass_grt_wire_length_um": 3710,
  "run_status": "completed",
  "timing_hold_violations_final": 0,
  "numPortBuffers": 33,
  "grt_antenna_before_repair": 0,
  "synth_area_per_cell_um2": 10.9,
  "p_leak_nw": 0.636,
  "post-synth-top-count-cell": "dfrtp_1",
  "drv_cap": 0,
  "cts_tree": "yes",
  "path_delay_family": "buffers and inverters",
  "ctsLongestPathBuffers": 2,
  "largest_register_ffs": 18,
  "floorplan.die.width_um": 94,
  "final.min_clock_period_ns": 2.60,
  "drt-initial-drc-count": 35,
  "post-dp-hpwl_um": 1750
}
-- worst paths after layout --
path	cells after the start	end	start
setup reg to reg	5	q_reg[16]	q_reg[0]
hold reg to reg	1	q_reg[0]	q_reg[0]
hold / removal	1	q_reg[0]	q_reg[0]
setup / recovery	4	sseg[2]	q_reg[17]
min in group asynchronous	2	q_reg[2]	reset
max in group asynchronous	2	q_reg[8]	reset
-- per-layer routing --
layer,GRT usage,wire length [um]
met3,0.0137,105
met4,0.00633,29
met2,0.0864,1130
met5,0,0
met1,0.0632,950
-- through the flow --
| step | util | worst slack, ns | power, mW |
|---|---|---|---|
| 2_1_floorplan | - | 1.51 | 0.242 |
| 3_3_place_gp | 0.258 | 0.655 | 0.279 |
| 3_5_place_dp | 0.258 | 0.656 | 0.280 |
| 4_1_cts | 0.269 | 0.551 | 0.466 |
| 5_1_grt | 0.269 | 0.393 | 0.479 |
| 6_report | 0.269 | 0.598 | 0.458 |
-- cell type report --
type,instances,area [um2]
repair buffers,33,330
fillers,564,3800
multi-input cells,61,458
inverters,5,18.8
clock buffers,4,55.1
flip-flops and latches,18,450
well taps,70,87.6
-- power breakdown --
part | internal, mW | switching [mW]
clock | 0.109 | 0.0743
combinational | 0.0365 | 0.0105
sequential | 0.227 | 0
total | 0.373 | 0.0849
-- kinds of logic (layout without fill, tap and decap cells) --
group | count (synthesis) | count (layout) | share of synthesized area
XOR/XNOR | 16 | 16 | 0.148
multiplexers | 7 | 7 | 0.0806
adder cells (fa/ha/maj) | 1 | 1 | 0.0132
AND/OR/NAND/NOR | 30 | 30 | 0.177
AND-OR/OR-AND | 7 | 7 | 0.0647
buffers and inverters | 8 | 42 | 0.0409
flip-flops | 18 | 18 | 0.476
-- cell usage in the layout, fill, tap and decap left out, drive strengths merged --
master         count
clkdlybuf4s50     33
dfrtp             18
xor2              10
nor2               9
nand3              6
xnor2              6
inv                5
mux2               5
a22o               5
nand4              4
clkbuf             4
nand2              3
nand2b             2
mux2i              2
a2bb2oi            2
and4               2
or2                1
nor3               1
nor4               1
and3               1
ha                 1
Power is estimated from default activity; no workload was simulated.

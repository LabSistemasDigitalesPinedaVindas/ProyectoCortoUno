**flow/run.sh**
```bash
#!/bin/bash
# OpenROAD 26Q1-2900-gdf79404cd8, Yosys 0.63+post, stock flow scripts
make -C /OpenROAD-flow-scripts/flow DESIGN_CONFIG=/design/flow/config.mk WORK_HOME=/design/flow/orfs finish
```
**flow/constraint.sdc**
```tcl
current_design Deco_7Seg_2

set clk_period 1.0
set clk_io_pct 0.2

create_clock -name clk0 -period $clk_period

set non_clock_inputs [all_inputs -no_clocks]
set_input_delay [expr $clk_period * $clk_io_pct] -clock clk0 $non_clock_inputs
set_output_delay [expr $clk_period * $clk_io_pct] -clock clk0 [all_outputs]
```
**flow/design.v**
```verilog
`timescale 1ns / 1ps
module Deco_7Seg_2(
	input [2:0] switchSieteSegUno,
	input wire reset,
	output reg [6:0] sieteSeg
    );
   always @*
	begin
      if (reset)
          sieteSeg <= 7'b1111111;
      else
			begin
         case (switchSieteSegUno)
            3'b000  : sieteSeg <= 7'b0011001;
            3'b001  : sieteSeg <= 7'b0010010;
            3'b010  : sieteSeg <= 7'b0000010;
            3'b011  : sieteSeg <= 7'b1111000;
            3'b100  : sieteSeg <= 7'b0000000;
            3'b101  : sieteSeg <= 7'b0010000;
            3'b110  : sieteSeg <= 7'b1000000;
            3'b111  : sieteSeg <= 7'b1111001;
            default : sieteSeg <= 7'b0110000;
         endcase
			end
		end
endmodule
```
**flow/config.mk**
```make
export PLATFORM = sky130hd
export DESIGN_NAME = Deco_7Seg_2
export DESIGN_NICKNAME = Deco_7Seg_2
export VERILOG_FILES = /design/flow/design.v
export SDC_FILE = /design/flow/constraint.sdc
export NUM_CORES = 4
export LEC_CHECK = 1
export CORE_AREA = 10 10 70 70
export DIE_AREA = 0 0 80 80
```
==> results.sh <==
# physical design summary
export IMPL_outcome="finished with violations"
export IMPL_violations="negative setup slack"
export IMPL_synthDistinctLibCells=11
export IMPL_core_area_sq_mm=0.00342
export IMPL_drt_iter0_drc=12
export IMPL_comb_area_sq_um=173
export IMPL_synthSimpleGateAreaFrac_pct=29.5
export IMPL_place_inst=75
export IMPL_yosys_cell_count_top_type="ha_1"
export IMPL_drc=0
export IMPL_grt_pass1_vias=198
export IMPL_warnings=37
export IMPL_finalMaxSlewViolations=0
export IMPL_antenna_found_initial=0
export IMPL_fmax_mhz=865
export IMPL_swShare_pct=35.2
export IMPL_hold_depth=3
export IMPL_drt_total_wl_microns=560
export IMPL_relSlewSlack_pct=90.5
export IMPL_cp_required_ps=800
export IMPL_fin_crit_sh_pct=116
export IMPL_synth_compound_area_share_pct=24.1
export IMPL_drtPass1Iterations=2
export IMPL_syn_avg_cell_area_sq_um=7.79
export IMPL_die_h_microns=80
export IMPL_gp_congestion=0.721
export IMPL_ys_sh_mux_pct=0
export IMPL_max_stage_delay_ps=260
export IMPL_logic_family="adder cells"
export IMPL_area_leaders="ha_1, nand2b_1, a21o_1, a211o_2, a211o_1"
export IMPL_ys_cells=18
export IMPL_cp_arrival_ps=960
export IMPL_cp_end_kind="output pin"
export IMPL_grt_pass1_wl_microns=931
export IMPL_slowest_stage="a211o_2"
export IMPL_worst_slack_ps=-156
export IMPL_fillers=402
export IMPL_common_cells="ha_1, nand2b_1, a21o_1, inv_1"
export IMPL_clkPwrFrac_pct=0
export IMPL_rsz0062_at_grt="yes"
export IMPL_layout_drive_gt1_share_pct=74.2
export IMPL_fp_util_pct=4.10
export IMPL_netlist_area_leader_share_pct=35.7
export IMPL_ys_seq_share_pct=0
export IMPL_leakagePower_uw=0.000156
export IMPL_grt_usage_pct=1.75
export IMPL_grt_max_degree=8
export IMPL_adder_share_pct=35.7
export IMPL_period_minus_slack_ps=1160
export IMPL_area_growth_pct=167
export IMPL_postCtsHoldBufs=0
export IMPL_combPwrFrac_pct=100.0
export IMPL_crit_chain="buf_12, ha_4, nor2b_1, a211o_2, buf_2"
export IMPL_n_antenna_cell=0
export IMPL_syn_area_sq_um=140
export IMPL_io_pins=11
export IMPL_die_w_microns=80
export IMPL_ff_count=0
export IMPL_tightest_slew_ps=142
export IMPL_num_rows=21
export IMPL_drtAntennaViolNets=0
export IMPL_seq_area_sq_um=0
export IMPL_p_int_uw=80.3
export IMPL_critPathLaunchType="primary input"
export IMPL_num_vias=177
export IMPL_switchingPower_uw=43.7
export IMPL_maxCapViolations=0
export IMPL_seq_power_share_pct=0
export IMPL_synth_xor_area_share_pct=0
export IMPL_clock_buffers=0
export IMPL_grt_overflow_total=0
export IMPL_criticalPathCategory="primary input to output pin"
export IMPL_finalHoldViolCount=0
export IMPL_port_buffer_count=11
export IMPL_ys_area_sq_um=140
export IMPL_peakVddDrop_uv=79.3
export IMPL_setup_viol=5
export IMPL_largest_area_cell="ha_1"
export IMPL_fin_cells=77
export IMPL_dieArea_sq_mm=0.00640
export IMPL_power_density_mw_per_mm2=331
export IMPL_wl_per_cell_microns=7.27
export IMPL_path_max_fanout=4
export IMPL_ys_warn_count=1
export IMPL_syn_inst=18
export IMPL_vias_per_cell=2.30
export IMPL_finalPower_uw=124
export IMPL_hold_path_class="primary input to output pin"
## critical path, delay by kind of cell
kind | cells | cell delay, ps
adder cells (fa/ha/maj) | 1 | 150
AND-OR/OR-AND | 1 | 260
buffers and inverters | 2 | 230
AND/OR/NAND/NOR | 1 | 120
## path summary, 6_finish.rpt
check	from	end	slack [ps]
max	switchSieteSegUno[0]	sieteSeg[6]	-160
min	reset	sieteSeg[6]	660
## final cells by class
cell class | count | area share [%]
inverter | 2 | 3.34
timing repair buffer | 14 | 35.1
multi-input combinational | 15 | 46.2
tap | 46 | 15.4
## placed cells by master, fill, tap and decap left out
cell type	n
dlygate4sd2_1	1
a21o_1	2
a211o_2	1
buf_4	2
nor2b_1	1
ha_2	2
buf_2	6
or2_1	1
nor2_1	1
ha_4	2
nand2b_4	2
buf_6	2
nand2b_1	1
inv_4	2
buf_8	1
or2_4	1
a211o_1	1
buf_12	2
## cell families (layout without fill, tap and decap cells)
group | Yosys count | count (layout)
compound gates | 4 | 4
buf+inv | 3 | 16
simple gates | 7 | 7
fa+ha+maj | 4 | 4
## timing repair
item	in CTS	in global routing
resized	59	3
setup endpoints to repair	7	6
pin swaps	5	4
buffers inserted	1	1
## layer usage
| layer | GRT usage (%) | wire, microns | part of all wire [%] | vias to the layer above |
|---|---|---|---|---|
| met5 | 0 | 0 | 0 | - |
| met4 | 0 | 0 | 0 | 0 |
| met3 | 2.39 | 192 | 34 | 0 |
| met2 | 2.09 | 150 | 27 | 11 |
| met1 | 1.91 | 217 | 39 | 80 |
| li1 | - | - | - | 86 |
## power by group through the flow
stage,clock [uW],sequential (uW),combinational (uW)
4_1_cts,0,0,115
5_1_grt,0,0,140
6_report,0,0,124
## through the flow
stage               setup WS [ps]  TNS, ps  instance area (sq um)  hold WS, ps  utilization, %
detailed placement          -1040    -6300                    308         1430            9.01
global placement            -1010    -6160                    308         1430            9.01
floorplan                    53.3        0                    140          441               -
global route                 -197     -855                    374          672            11.0
CTS                          -170     -616                    353          651            10.3
finish                       -156     -621                    374          657            11.0
No activity file was given, so power comes from the tool's default toggle rates.
